### ./constraint.sdc
current_design FP_Register_File

set clk_period 15.3
set clk_io_pct 0.2

create_clock -name clk0 -period $clk_period [get_ports {clk}]

set non_clock_inputs [all_inputs -no_clocks]
set_input_delay [expr $clk_period * $clk_io_pct] -clock clk0 $non_clock_inputs
set_output_delay [expr $clk_period * $clk_io_pct] -clock clk0 [all_outputs]
### ./config.mk
export PLATFORM = sky130hd
export DESIGN_NAME = FP_Register_File
export DESIGN_NICKNAME = FP_Register_File
export VERILOG_FILES = /design/flow/design.v
export SDC_FILE = /design/flow/constraint.sdc
export NUM_CORES = 4
export LEC_CHECK = 1
export CORE_UTILIZATION = 50
### ./design.v
module FP_Register_File (
    input wire [4:0] WriteReg, 
    input wire [4:0] Read1, 
    input wire [4:0] Read2, 
    input clk, 
    input FP_RegWrite, 
    input wire [31:0] WriteData, 
    output reg [31:0] Data1, 
    output reg [31:0] Data2, 
    input wire rst
);
reg [31:0] FP_RF [31:0];   
always @(Read1 or Read2) begin
    Data2 = FP_RF[Read2];
    Data1 = FP_RF[Read1];
end
integer i;
always @(posedge clk) begin
    if(rst) begin
        for (i = 0; i < 32; i = i + 1) begin
            FP_RF[i] = 0;
        end
    end
    else begin
        if(FP_RegWrite) begin
            FP_RF[WriteReg] = WriteData;
        end
    end
end
endmodule
### ./run.sh
#!/bin/bash
# OpenROAD 26Q1-2900-gdf79404cd8, Yosys 0.63+post, stock flow scripts
make -C /OpenROAD-flow-scripts/flow DESIGN_CONFIG=/design/flow/config.mk WORK_HOME=/design/flow/orfs finish
==> results.py <==
# Metrics from the implementation run
metrics = {
    "routing": {
        "ant_nets": 0,
        "first_pass_iters": 5,
        "vias": 37847,
        "drt_iter0_markers": 2294,
        "drt_wl_total_um": 196000,
        "avgViaCountPerCell": 6.15,
        "drc_errors": 0,
        "wire_per_inst_um": 31.8,
    },
    "cells_and_area": {
        "layout.cells.most_common_list": "edfxtp_1 (1024), mux2i_1 (1024), and2_1 (1024), nand2_1 (193), nand3_1 (193)",
        "area_growth_pct": 9.45,
        "largest_reg_flops": 1024,
        "drive_gt1_share_pct": 8.15,
    },
    "die": {
        "core_area_um2": 111000,
        "die_h_um": 338,
        "dieWidth_um": 338,
        "std_cell_rows": 122,
        "ioPinCount": 114,
        "dieArea_um2": 114000,
        "core_util_floorplan_pct": 50.7,
    },
    "cts": {
        "cts_num_sinks": 1024,
        "cts_tree": "yes",
        "cts.repair.resized": 0,
        "cts_max_path_buffers": 3,
        "root_buffer": "clkbuf_16",
        "clk_pin_slew_ns": 0.06,
        "cts_hold_buffers": 0,
        "cts_buffers": 114,
        "htreeDepth": 3,
        "cts_setup_buffers": 0,
    },
    "worst_setup_path": {
        "crit_type": "in -> out",
        "crit_path_end_kind": "output port",
        "required_ns": 12.24,
        "slowest_delay_ns": 0.69,
        "path_max_fanout": 39,
        "crit_slowest_cell": "buf_4",
        "cpMostUsedCell": "buf_4",
        "crit_chain": "clkdlybuf4s50_1 > nor2b_4 > buf_4 > buf_4 > buf_4 > a22o_1 > nor3_1 > a31oi_1 > nand3_1 > clkdlybuf4s50_1",
        "worstSetupStartpointType": "input port",
        "cp.arrival_ns": 7.07,
    },
    "logic_synthesis": {
        "synth-edff-count": 1024,
        "ys_seq_share_pct": 54.5,
        "ys_area_um2": 56500,
        "numSynthFlops": 1024,
        "synth.avg_cell_area_um2": 12.2,
        "yosys_warnings": 1,
        "synth_cells": 4640,
        "async_flop_share_pct": 0,
        "synth_cell_types": 31,
        "synth.cell_area_um2": 56500,
        "ys.flop_type": "edfxtp_1",
        "synth_stat.cells": 4640,
    },
    "sta": {
        "max_freq_mhz": 98.7,
        "finalClockPeriodUsage_pct": 66.2,
        "finalSetupViolCount": 0,
        "final_hold_viol_count": 0,
        "post-route-min-period_ns": 10.13,
        "drv_slew": 0,
        "finalWorstSetupSlack_ns": 5.17,
        "worstMarginPinSlew_ns": 1.09,
        "grt_setup_unrepaired": "no",
        "fin_setup_tns_ns": 0,
        "max-slew-margin-rel_pct": 27.4,
    },
    "pwr": {
        "power_uw": 6650,
        "p_leak_uw": 0.0240,
        "powerDensity_nw_per_um2": 108,
        "vdd_drop_max_mv": 0.0982,
    },
    "global_route": {
        "antenna_found_initial": 7,
        "grtUsageTotal_pct": 37.5,
        "grt_pass1_vias": 38786,
        "grt_overflow_total": 0,
        "grt_first_pass_wirelength_um": 276000,
        "grt_max_degree": 101,
    },
    "place": {
        "place.port_buffers": 113,
        "routabilityCongestion": 0.909,
        "place_ws_ns": 5.21,
        "dp.final_hpwl_um": 107000,
    },
    "outcome": {
        "status": "completed",
    },
    "hold_path": {
        "hold_path.class": "in -> reg",
        "hold_depth": 3,
    },
    "flow_run": {
        "maxCapViolations": 0,
        "openroad.warnings": 29,
    },
}
## final timing paths
path,from,end,slack (ns)
worst max-delay path,Read2[0],Data2[14],5.17
worst min-delay path,WriteData[5],FP_RF[10][5]$_SDFFCE_PN0P_,3.30
## critical path: cells and delay by family
kind	cells	cell delay, ns
buffers and inverters	5	2.81
AOI/OAI and AO/OA	2	0.74
and+or+nand+nor	3	0.44
## cells in the mapped netlist, drive strengths merged, types with 4 or more instances
cell,instances,area [um^2]
nand2,196,738
a31oi,64,400
nor2,36,275
edfxtp,1024,30700
mux2i,1024,10200
and2,1026,6420
nand2b,5,31.3
nand3,194,983
nor2b,4,25.0
nor3,64,320
nand3b,4,42.5
a22o,128,1120
or2,34,213
a21oi,192,961
a22oi,192,1440
buf,192,1390
clkbuf,256,1060
## metrics by stage
step / cell area, um^2 / instances / utilization (%) / hold slack (ns)
5_1_grt: 61800 / 6150 / 55.5 / 3.31
3_3_place_gp: 58400 / 5939 / 52.5 / 4.01
4_1_cts: 61800 / 6149 / 55.5 / 3.27
3_5_place_dp: 58400 / 5939 / 52.5 / 4.02
6_report: 61800 / 6153 / 55.5 / 3.30
2_1_floorplan: 56500 / 4640 / - / 3.26
## area by class of cell
cell class / count / area, um^2
antenna: 4 / 10.0
timing repair buffer: 259 / 2340
tap: 1488 / 1860
clock buffer: 144 / 3070
multi-input combinational: 3168 / 23500
clock inverter: 66 / 304
sequential: 1024 / 30700
fill: 8876 / 49500
## power by group
group	internal [uW]	total (uW)	switching [uW]
registers	3240	3310	72.5
clock network	1400	2530	1120
logic	293	814	522
total	4940	6650	1720
## cell families (layout without fill, tap and decap cells)
kind of cell	count (synthesis)	in the layout	synth area share [%]
AND/OR/NAND/NOR	1568	1568	16.1
multiplexers	1024	1024	18.2
flip-flops	1024	1024	54.5
AND-OR/OR-AND	576	576	6.95
buffers and inverters	448	469	4.34
other	0	4	0
## layer usage
| metal | vias up | GRT usage [%] | routed length, um |
|---|---|---|---|
| li1 | 16844 | - | - |
| met4 | 14 | 16.1 | 10600 |
| met3 | 561 | 21.0 | 26300 |
| met2 | 2161 | 55.0 | 89400 |
| met1 | 18267 | 47.3 | 69000 |
| met5 | - | 2.38 | 300 |
Power is estimated from default activity; no workload was simulated.
